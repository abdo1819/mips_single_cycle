## /design/flow/design.v

```verilog
module regfile(input logic clk,
                input logic we3,  
                input logic [4:0] ra1, ra2, wa3,
                input logic [31:0] wd3,
                output logic [31:0] rd1, rd2);
logic [31:0] rf[31:0];
always_ff @(posedge clk)
    if (we3) rf[wa3] <= wd3;
    assign rd1 = (ra1 != 0) ? rf[ra1] : 0;
    assign rd2 = (ra2 != 0) ? rf[ra2] : 0;
endmodule
```

## /design/flow/run.sh

```bash
#!/bin/bash
# OpenROAD 26Q1-2900-gdf79404cd8, Yosys 0.63+post, stock flow scripts
make -C /OpenROAD-flow-scripts/flow DESIGN_CONFIG=/design/flow/config.mk WORK_HOME=/design/flow/orfs finish
```

## /design/flow/config.mk

```make
export PLATFORM = sky130hd
export DESIGN_NAME = regfile
export DESIGN_NICKNAME = regfile
export VERILOG_FILES = /design/flow/design.v
export SDC_FILE = /design/flow/constraint.sdc
export NUM_CORES = 4
export LEC_CHECK = 1
export CORE_UTILIZATION = 40
```

## /design/flow/constraint.sdc

```tcl
current_design regfile

set clk_period 9.9
set clk_io_pct 0.2

create_clock -name clk0 -period $clk_period [get_ports {clk}]

set non_clock_inputs [all_inputs -no_clocks]
set_input_delay [expr $clk_period * $clk_io_pct] -clock clk0 $non_clock_inputs
set_output_delay [expr $clk_period * $clk_io_pct] -clock clk0 [all_outputs]
```

==> changes_impl.md <==
## Flow update

- Status: complete, but fails checks
- Failing checks: max-capacitance violations, max-slew violations
- DP HPWL: 87500 um
- Tool warnings: 26
- Setup TNS Final: 0 ns
- Post-DRT Antenna Nets: 0
- Min-delay worst type: primary input to flop
- Initial antenna violation count: 8
- Post-CTS Setup Bufs: 0
- DRT Wirelength: 145000 um
- Tot GR Track Use: 0.272
- Max cap viols: 1
- Aoi share: 0.0541
- Adder share: 0
- Dpl ws: 1.62 ns
- H-tree lvl count: 3
- Yosys Instances: 2400
- Hold_sp: wd3[19]
- Most numerous cell in the Yosys netlist: edfxtp_1
- Share of cells above drive strength 1: 0.286
- Post-synthesis sequential area ratio: 0.655
- Flops after synth: 1024
- Initial DRC count: 1647
- Max Fclk: 118 MHz
- Die width: 345 um
- Final Setup Violations: 0
- Netlist Area Pre-Place: 47000 um2
- Fin area: 53700 um2
- Yosys cell types: 40
- TritonCTS clock tree: yes
- Post-layout min period: 8.47 ns
- Number of hold violations in the final report: 0
- Vias: 26500
- Dominant comb cell: multiplexers
- Syn_area_per_cell: 19.6 um2
- Core area: 116000 um2
- FP Core Util: 0.404
- Io pins: 113
- Mux area share: 0.249
- Routability congestion estimate: 0.906
- Placed inst area: 50200 um2
- CP arrival: 6.49 ns
- First-pass GRT wire length: 206000 um
- CTS buffer count: 105
- Clock transition at path regs: 0.07 ns
- Max Slew Vio Count: 2
- CP Max Fanout: 28
- Synthesis area per yosys: 47000 um2
- Yosys simple share: 0.0194
- Synth area leader: edfxtp_1
- Critical Path RT: 7.92 ns
- Xor/xnor share: 0
- CTS Hold Bufs: 0
- Cts repair resizes: 0
- Die height: 345 um
- Endpoint, Worst Hold: rf[29][19]
- Most used DFF post-synth: edfxtp_1
- Clk sinks: 1024
- Largest reg by FF count: rf
- Pin count of the biggest net entering global routing: 75
- Final setup margin: 1.43 ns
- Biggest area cells: edfxtp_1, mux4_2, mux2i_1
- Synth top area share: 0.655
- GR Overflow Total: 0
- Worst setup SP type: primary input
- Slew margin rel.: -0.00905
- Leakage power: 17.1 nW
- Vias in the first global route: 29700
- Area grow syn2layout: 14.4%
- Cycle use final: 0.855
- I/O Buffers: 112
- RSZ-0062 raised after global routing: no
- Die Size: 119000 um2
- Via density: 6.38
- TritonRoute pass-1 iters: 5
- CTS root buf: clkbuf_16
- Average wire per standard cell: 35.0 um
- CTS Buffer Depth: 3
- PD cells: 181 nW/um2
- Post-layout utilization of the core: 0.462
- # DRC: 0
- Hold depth: 2
- Fillers: 9471
- Synth warn: 1
- Top cells by count, synth: edfxtp_1, mux4_2, mux2i_1
- Worst Max-Slew Pin Slew: 1.50 ns
- Flip-flops with a built-in enable: 1024
- Worst vdd ir: 144 uV
- Crit Path Category: primary input to output pin
- Number of flip-flops in the largest register: 1024
- Asr flop ratio synth: 0
- Cells after Synth: 2400
- Crit path capture type: output pin
- # rows: 125
- Largest regs: rf x1024
## cells in the final DEF, fill, tap and decap left out, types with 12 or more instances in the layout
cell	count
edfxtp_1	1024
mux4_2	425
mux2i_1	183
buf_4	112
clkbuf_16	108
clkdlybuf4s50_1	105
nand2_1	64
a22o_1	62
o22ai_1	55
a211oi_1	47
a21oi_1	46
nor2_4	33
o221ai_1	31
a2111oi_0	31
nor3_1	30
inv_1	24
clkbuf_1	24
a221oi_1	23
a211o_1	23
clkinv_1	22
mux2_1	19
bufinv_16	16
clkinv_2	15
and2_1	12
## cell type report
| type | count | area (um2) | area share |
|---|---|---|---|
| diodes | 5 | 12.5 | 0.000233 |
| inverters | 25 | 96.3 | 0.00179 |
| clock buffers | 132 | 2790 | 0.0520 |
| flip-flops and latches | 1024 | 30700 | 0.572 |
| multi-input cells | 1150 | 15400 | 0.287 |
| clock inverters | 62 | 718 | 0.0134 |
| repair buffers | 227 | 2040 | 0.0380 |
| well taps | 1524 | 1910 | 0.0355 |
## metal layers
metal	GRT usage	share of wire
met5	0.0465	0.0043
met4	0.0643	0.029
met3	0.248	0.21
met2	0.385	0.45
met1	0.302	0.30
## stage by stage
step	std cells	hold slack, ns	total power, mW
floorplan	2400	2.08	5.39
global placement	3950	2.81	5.78
detailed placement	3950	2.81	5.80
CTS	4144	2.09	9.80
global route	4145	2.14	10.0
finish	4149	2.12	9.75
## where the power goes
part           leakage (nW)  switching, mW  total [mW]  internal [mW]
Sequential             9.22         0.0210        4.85           4.83
Clock                  1.70           1.63        4.04           2.41
Combinational          6.15          0.504       0.867          0.363
## critical path: stages
cell and delay, ns:
buf_4 0.38, buf_4 0.54, or3_2 0.77, buf_4 0.54, nor3_4 0.06, buf_4 0.25
nor3_1 1.21, clkdlybuf4s50_1 0.67
## cells by family (layout without fill, tap and decap cells)
family                 after synthesis  after routing
muxes                              632            632
buffers and inverters              226            446
and+or+nand+nor                    187            187
other                                0              5
DFF                               1024           1024
AOI/OAI and AO/OA                  331            331
## how the worst max path moves through the flow
stage         endpoint  cells past startpoint  startpoint
global route    rd2[2]                      8      ra2[1]
CTS             rd2[4]                      8      ra2[1]
finish          rd2[2]                      8      ra2[1]
Power is estimated from default activity; no workload was simulated.
