$ cat flow/design.v
module fpregfile(input logic clk,
                input logic fwe,  
                input logic [4:0] fra1, fra2, fwa3,
                input logic [31:0] fwd3,
                output logic [31:0] frd1, frd2);
logic [31:0] frf[31:0];
always_ff @(posedge clk)
    if (fwe) frf[fwa3] <= fwd3;
    assign frd1 = (fra1 != 0) ? frf[fra1] : 0;
    assign frd2 = (fra2 != 0) ? frf[fra2] : 0;
endmodule
$ cat flow/run.sh
#!/bin/bash
# OpenROAD 26Q1-2900-gdf79404cd8, Yosys 0.63+post, stock flow scripts
make -C /OpenROAD-flow-scripts/flow DESIGN_CONFIG=/design/flow/config.mk WORK_HOME=/design/flow/orfs finish
$ cat flow/config.mk
export PLATFORM = sky130hd
export DESIGN_NAME = fpregfile
export DESIGN_NICKNAME = fpregfile
export VERILOG_FILES = /design/flow/design.v
export SDC_FILE = /design/flow/constraint.sdc
export NUM_CORES = 4
export LEC_CHECK = 1
export CORE_UTILIZATION = 30
$ cat flow/constraint.sdc
current_design fpregfile

set clk_period 7.4
set clk_io_pct 0.2

create_clock -name clk0 -period $clk_period [get_ports {clk}]

set non_clock_inputs [all_inputs -no_clocks]
set_input_delay [expr $clk_period * $clk_io_pct] -clock clk0 $non_clock_inputs
set_output_delay [expr $clk_period * $clk_io_pct] -clock clk0 [all_outputs]
==> notes.md <==
According to the floorplan report, the die width is 398 µm. Summing the areas of all xor and xnor instances in the mapped netlist gives 0% of the synthesized area. Per the final layout report, the fraction of cells sized above drive strength 1 comes to 29.5%. The run gives 26500 as the total number of vias. The stage delay of the slowest cell on the critical path came out at 880 ps. The detailed-route vias per instance works out to 5.63. Source of the critical timing path: fra2[3]. The flip-flop count of the largest register after layout came out at 1024.

For the worst setup path, the data arrival time is 5410 ps. The power per cell area works out to 237 nW/µm². For this design, the slowest cell found on the critical path is clkdlybuf4s50_1. Summing the areas of all compound-gate instances in the mapped netlist gives 5.41% of the synthesized area. Count of max-cap constraint violations: 0. OpenROAD emitted warnings numbering 26.

Note that the worst hold path type here is in2reg. Of the total synthesized cell area, the portion taken by AND, OR, NAND and NOR gates is 1.94%. For this design, the CTS-stage hold fixing added 0 buffers.

Yosys shows that the main logic family after synthesis is multiplexers. On the worst setup and hold paths after CTS, the clock-pin slew comes to 60 ps. Summing every instance area after synthesis gives 47000 µm². The total of warnings raised by yosys came out at 1.

The capture point of the critical path was reported as frd2[28]. Per the placement log, port buffering inserted 112 buffers. The floorplan step defined a die boundary enclosing 158000 µm². The synthesized instance count came out at 2400. The floorplan row count is 144, and the count of clock tree sinks is 1024. The post-synthesis adder-cell area fraction works out to 0%. Number of buffers inserted to repair setup after CTS: 0.

With the number of detailed-route iterations in the first pass at 7, the via count of the first global-routing pass is 29200. The run finished with clean final reports. The leftover overflow at the end of global routing was 0. The run gives 2400 for the total cells reported by yosys after synthesis.

Synthesis-to-layout area growth: 16.5%. TritonCTS built the clock tree. After layout, the design draws a total of 13.0 mW.

The routed design could run at a clock period as short as 6890 ps. The floorplan step set the die height to 398 µm. The largest registers in the layout are frf (1024). In the final routed layout, each cell accounts on average for 31.7 µm. For reference, the final report shows the hold violation count at 0. In this run the mean area of a mapped cell was 19.6 µm².

The dominant delay contributor by cell family on the critical path is buffers and inverters. The area of the core was 155000 µm². The tools report the flip-flop and latch area as 30700 µm².

With the initial antenna violation count at 8, the number of top-level pins is 113. With the chip area from the yosys synthesis statistics at 47000 µm², the largest net degree at the start of global routing is 71. The congestion estimate from routability-driven global placement came to 0.914. The pin closest to its max-slew limit shows a slew of 1040 ps. Summing the sequential cell areas from Yosys gives 65.5% of the chip area. For this design the static power due to leakage is 17.3 nW. The run gives 40 for the number of library cell types mapped by synthesis. The critical path in this run is classified as in2out. The final worst-path cycle share was 93.1%. The worst setup path is launched from an input port. The DRC violation total left in the routed layout is recorded as 0. frf holds more flip-flops than any other register.

Traced cell by cell, the critical path runs through clkdlybuf4s50_1, and2_4, buf_4, a22o_1, a2111oi_0, nor3_1, buf_4, clkdlybuf4s50_1. The slew check shows that the tightest pin keeps a relative margin of 30.1%. In this build the clock could be raised as far as 145 MHz.

The share of synthesized area spent on multiplexers came out at 24.9%. The report shows a maximum critical-path fanout of 47. CTS added clock buffers totalling 106. Counting along the longest clock path gives a buffer depth of 3. The run gives 30.3% as the starting utilization of the core area. The number of DRC violations after detailed-routing iteration 0 is 1850.

The tools report the clock tree root driver cell as clkbuf_16. In the final layout, the multi-input gates occupy 15400 µm². The instance count on the critical path was 8; the total count of max-transition violations in the final report was 0.

With the buffering stage count on the worst path with inverters included at 4, the worst vdd rail ir drop is 0.176 mV. For the number of H-tree levels, the log shows 3. Setup repair after global routing left no endpoint under its margin. In the placement report, post-DP HPWL is listed as 89700 µm. For this run, the final setup violation count is recorded as 0. The quantity of gates resized following cts is 0. For the required time reported for the critical path endpoint, the log shows 5920 ps.

The detailed router reported a total wirelength of 149000 µm. STA classifies the critical path endpoint as an output pin. The run gives 14100 for the number of fill cells in the layout. The synthesis-stage register bit count works out to 1024. Adding up every negative setup slack in the final design gives 0 ps. Global routing used 20.2% of the available tracks across all layers. With the wire length of the first global-routing pass at 211000 µm, the count of antenna-violating nets left after detailed routing is 0.
-- worst min path at each step --
| stage | depth (start not counted) | start | end | slack, ps |
|---|---|---|---|---|
| 6_report | 2 | fwd3[13] | frf[17][13] | 1620 |
| 5_1_grt | 2 | fwd3[19] | frf[5][19] | 1640 |
| 4_1_cts | 2 | fwd3[2] | frf[0][2] | 1600 |
-- through the flow --
stage / cells / hold slack [ps] / utilization [%] / cell area (µm²) / worst slack (ps)
after global routing: 4694 / 1640 / 35.3 / 54700 / 466
after global placement: 4502 / 2310 / 33.1 / 51300 / 709
final: 4697 / 1620 / 35.4 / 54700 / 509
after CTS: 4694 / 1600 / 35.3 / 54700 / 632
after detailed placement: 4502 / 2310 / 33.1 / 51300 / 641
after floorplan: 2400 / 1580 / - / 47000 / 2870
-- logic make-up (layout without fill, tap and decap cells) --
group | after synthesis | count (layout)
DFF | 1024 | 1024
muxes | 632 | 632
AOI/OAI and AO/OA | 331 | 331
buffers and inverters | 226 | 476
and+or+nand+nor | 187 | 187
other | 0 | 3
-- report_power, final --
part | leakage (nW) | switching, mW | internal, mW | total (mW)
sequential | 9.22 | 0.0271 | 6.45 | 6.48
combinational | 6.38 | 0.682 | 0.510 | 1.19
clock | 1.66 | 2.20 | 3.09 | 5.29
total | 17.3 | 2.91 | 10.1 | 13.0
-- cell type report --
class | instances | area share (%)
flip-flops and latches | 1024 | 56.2
diodes | 3 | 0.0137
inverters | 25 | 0.181
repair buffers | 259 | 4.48
clock buffers | 130 | 5.13
well taps | 2044 | 4.67
multi-input cells | 1150 | 28.2
clock inverters | 62 | 1.12
-- layer usage --
metal	track usage (%)	routed length, µm	up-vias
met2	29.2	67400	2089
met3	18.4	30600	303
met5	2.75	514	-
met4	4.96	4480	21
met1	21.4	46100	13300
li1	-	-	10800
-- synth_stat cells --
cell type / instances / share of area, %
a2111oi_0: 31 / 0.58
a211o_1: 23 / 0.43
a211oi_1: 47 / 0.75
a21boi_0: 1 / 0.016
a21oi_1: 46 / 0.49
a221o_1: 1 / 0.021
a221oi_1: 23 / 0.43
a22o_1: 62 / 1.2
a32o_1: 9 / 0.19
and2_1: 13 / 0.17
and3_1: 1 / 0.013
and4_1: 1 / 0.019
buf_1: 7 / 0.056
buf_2: 58 / 0.62
buf_4: 20 / 0.32
buf_6: 12 / 0.29
clkbuf_1: 104 / 0.83
edfxtp_1: 1024 / 65
inv_1: 25 / 0.20
mux2_1: 19 / 0.46
mux2_2: 5 / 0.12
mux2i_1: 183 / 3.9
mux4_2: 425 / 20
nand2_1: 65 / 0.52
nand2b_1: 3 / 0.040
nand3_1: 4 / 0.043
nand3b_1: 7 / 0.11
nor2_1: 35 / 0.28
nor2b_1: 8 / 0.11
nor3_1: 32 / 0.34
nor3_2: 1 / 0.021
nor4_1: 9 / 0.12
nor4b_2: 1 / 0.032
o211ai_1: 1 / 0.016
o221ai_1: 31 / 0.58
o22a_1: 1 / 0.019
o22ai_1: 55 / 0.73
or3_1: 2 / 0.027
or3b_1: 2 / 0.037
or3b_2: 3 / 0.056
-- cell usage in the layout (no fill, tap or decap), drive strengths merged, types with 2 or more instances in the layout --
master	synthesis	layout
a2111oi	31	31
a211o	23	23
a211oi	47	47
a21oi	46	46
a221oi	23	23
a22o	62	62
a32o	9	9
and2	13	13
buf	97	154
bufinv	0	12
clkbuf	104	130
clkdlybuf4s50	0	105
clkinv	0	41
clkinvlp	0	6
diode	0	3
edfxtp	1024	1024
inv	25	28
mux2	24	24
mux2i	183	183
mux4	425	425
nand2	65	65
nand2b	3	3
nand3	4	4
nand3b	7	7
nor2	35	35
nor2b	8	8
nor3	33	33
nor4	9	9
o221ai	31	31
o22ai	55	55
or3	2	2
or3b	5	5
Power figures rest on the tool's default switching activity, not on a simulated workload.
